**design.v**
```verilog
module if8080
(
	clk,
	rst_n,
	mcu_csx,
	mcu_wrx,
	mcu_rdx,  
	mcu_dat,
	mcu_dcx,
	if8080_enable,
	daulram_wr_en,
	daulram_wr_dat,
	daulram_wr_addr,
	state,
	mcu_wr_enable_dbg
);
	parameter   COL_NUM_LOG2 = 7;
	input				clk;    
	input				rst_n;
	input				mcu_csx;
	input				mcu_wrx;
	input				mcu_rdx;
	input	[15:0]		mcu_dat;
	input				mcu_dcx;
	input				if8080_enable;
	output							daulram_wr_en;
	output	[15:0]					daulram_wr_dat;
	output	[COL_NUM_LOG2+4:0]		daulram_wr_addr;
	output  [3:0]		state;
	output	reg			mcu_wr_enable_dbg;
	localparam  IDLE         = 0,
				CMDX1        = 1,
				CMDX2        = 2,
				CMDY_START   = 3,
				CMDY1        = 4,
				CMDY2        = 5,
				WAIT         = 6,
				DATA_START   = 7,
				DATA         = 8;
	reg	[2:0]	mcu_wrx_dly;
	always @(posedge clk)
	begin
		if(!rst_n)
			mcu_wrx_dly <= 0;
		else
			mcu_wrx_dly <= {mcu_wrx_dly[1:0],mcu_wrx};
	end
	wire mcu_wr_enable = (!mcu_wrx_dly[2]) & mcu_wrx_dly[1];
	reg		[3:0]				state,state_next;
	reg		[COL_NUM_LOG2+4:0]	pixel_cnt,pixel_cnt_next;
	reg     [COL_NUM_LOG2-1:0]  pixel_startx,pixel_startx_next;
	reg     [COL_NUM_LOG2-1:0]  pixel_endx,pixel_endx_next;
	reg     [ 4:0]  			pixel_starty,pixel_starty_next;
	reg     [ 4:0]  			pixel_endy,pixel_endy_next;
	reg     [COL_NUM_LOG2+5:0]  pixel_number,pixel_number_next;
	reg							daulram_wr_en,daulram_wr_en_next;
	reg		[15:0]				daulram_wr_dat,daulram_wr_dat_next;
	reg		[COL_NUM_LOG2+4:0]	daulram_wr_addr,daulram_wr_addr_next;
	always @(posedge clk)
	begin
		if(!rst_n)
		begin
			state            <= IDLE;
			pixel_cnt        <= 0;
			pixel_startx     <= 0;
			pixel_endx       <= 0;
			pixel_starty     <= 0;
			pixel_endy       <= 0;
			pixel_number     <= 0;
			daulram_wr_dat   <= 0;
			daulram_wr_en    <= 0;
			daulram_wr_addr  <= 0;
		end
		else
		begin
			state            <= state_next;
			pixel_cnt        <= pixel_cnt_next;
			pixel_startx     <= pixel_startx_next;
			pixel_endx       <= pixel_endx_next;
			pixel_starty     <= pixel_starty_next;
			pixel_endy       <= pixel_endy_next;
			pixel_number     <= pixel_number_next;
			daulram_wr_dat   <= daulram_wr_dat_next;
			daulram_wr_en    <= daulram_wr_en_next;
			daulram_wr_addr  <= daulram_wr_addr_next;
		end
	end
	always @ *
	begin
		state_next        = state;
		pixel_cnt_next    = pixel_cnt;
		pixel_startx_next = pixel_startx;
		pixel_endx_next   = pixel_endx;
		pixel_starty_next = pixel_starty;
		pixel_endy_next   = pixel_endy;
		pixel_number_next = pixel_number;
		daulram_wr_dat_next  = daulram_wr_dat;
		daulram_wr_en_next   = 0;
		daulram_wr_addr_next = daulram_wr_addr;
		case(state)
			IDLE:
			begin
				if( if8080_enable & mcu_wr_enable & (mcu_dcx == 0) & (mcu_dat==16'h002a) )
					state_next = CMDX1;
			end
			CMDX1:  
			begin
				if(mcu_wr_enable & (mcu_dcx == 1))
				begin
					state_next = CMDX2;
					pixel_startx_next = mcu_dat;
				end
			end
			CMDX2:  
			begin
				if(mcu_wr_enable & (mcu_dcx == 1))
				begin
					state_next = CMDY_START;
					pixel_endx_next = mcu_dat;
				end
			end
			CMDY_START:  
			begin
				if( mcu_wr_enable & (mcu_dcx == 0) & (mcu_dat == 16'h002b) )
					state_next = CMDY1;	
			end
			CMDY1:  
			begin
				if(mcu_wr_enable & (mcu_dcx == 1))
				begin
					state_next = CMDY2;
						pixel_starty_next = mcu_dat;
				end
			end
			CMDY2:  
			begin
				if(mcu_wr_enable & (mcu_dcx == 1))
				begin
					state_next = WAIT;
						pixel_endy_next = mcu_dat;
				end
			end
			WAIT:  
			begin
				state_next = DATA_START;
				pixel_number_next = 1 + ( (pixel_endy - pixel_starty) << COL_NUM_LOG2 ) + (pixel_endx - pixel_startx);
			end
			DATA_START:  
			begin
				if( mcu_wr_enable & (mcu_dcx == 0) & (mcu_dat == 16'h002c) )
				begin
					state_next = DATA;
					pixel_cnt_next = 0;			
				end
			end
			DATA:  
			begin
				if(mcu_wr_enable & (mcu_dcx == 1))
				begin
					if(pixel_cnt == pixel_number-1)
					begin
						state_next = IDLE;
					end
					else
					begin
						pixel_cnt_next = pixel_cnt + 1;
					end
					daulram_wr_dat_next  = mcu_dat;
					daulram_wr_en_next   = 1'b1;
					daulram_wr_addr_next = pixel_cnt + ( pixel_starty  << COL_NUM_LOG2 ) + pixel_startx;
				end
				else
					daulram_wr_en_next = 0;
			end
			default:
			begin
				state_next = IDLE;
			end
		endcase
	end
	always @(posedge clk)
	begin
		if(!rst_n)
			mcu_wr_enable_dbg <= 0;
		else
			mcu_wr_enable_dbg <= mcu_wr_enable;
	end
endmodule
```
**run.sh**
```bash
#!/bin/bash
# OpenROAD 26Q1-2900-gdf79404cd8, Yosys 0.63+post, stock flow scripts
make -C /OpenROAD-flow-scripts/flow DESIGN_CONFIG=/design/flow/config.mk WORK_HOME=/design/flow/orfs finish
```
**config.mk**
```make
export PLATFORM = sky130hd
export DESIGN_NAME = if8080
export DESIGN_NICKNAME = if8080
export VERILOG_FILES = /design/flow/design.v
export SDC_FILE = /design/flow/constraint.sdc
export NUM_CORES = 4
export LEC_CHECK = 1
export CORE_UTILIZATION = 30
```
**constraint.sdc**
```tcl
current_design if8080

set clk_period 6.9
set clk_io_pct 0.2

create_clock -name clk0 -period $clk_period [get_ports {clk}]

set non_clock_inputs [all_inputs -no_clocks]
set_input_delay [expr $clk_period * $clk_io_pct] -clock clk0 $non_clock_inputs
set_output_delay [expr $clk_period * $clk_io_pct] -clock clk0 [all_outputs]
```
==> results.sh <==
# yosys + openroad results
export IMPL_cts_max_level=3
export IMPL_crit_path_start_kind="input pin"
export IMPL_fp_util_pct=30.7
export IMPL_cts_made_buffers=9
export IMPL_syn_cell_area_sq_mm=0.00507
export IMPL_yosys_stat_chipArea_sq_mm=0.00507
export IMPL_avgSynthCellArea_sq_um=8.26
export IMPL_status="complete, no violations"
export IMPL_synth_stat_cells=614
export IMPL_layout_area_seq_sq_mm=0.00172
export IMPL_pre_cts_slack_ns=2.54
export IMPL_ys_types=62
export IMPL_diodes=0
export IMPL_chip_area_sq_mm=0.0174
export IMPL_die_x_um=132
export IMPL_worst_pin_slew_ns=0.792
export IMPL_areaGrowthSynthToFinish_pct=20.7
export IMPL_wire_per_inst_um=13.9
export IMPL_drtIter0Drc=236
export IMPL_p_leak_uw=0.00251
export IMPL_mostFrequentLayoutCells="86 x dfxtp_1, 72 x nor2_1, 59 x nand2_1"
export IMPL_min_from="mcu_wrx_dly[0]$_SDFF_PN0_"
export IMPL_warnings=27
export IMPL_slew_headroom_pct=47.2
export IMPL_holdCritPathClass="flip-flop to flip-flop"
export IMPL_yosys_most_used_dff="dfxtp_1"
export IMPL_grt_remaining_overflow=0
export IMPL_vias=4286
export IMPL_cts_resized=0
export IMPL_antenna_found_initial=0
export IMPL_comb_area_sq_mm=0.00313
export IMPL_grt_pass1_wl_um=20200
export IMPL_core_sq_mm=0.0165
export IMPL_wl_met3_um=328
export IMPL_m1WireLength_um=6460
export IMPL_rsz0062_at_grt="no"
export IMPL_fillers=1676
export IMPL_ys_warnings_count=1
export IMPL_clkTransAtPathRegs_ns=0.07
export IMPL_hold_path_depth=1
export IMPL_final_common_cell="dfxtp_1"
export IMPL_numPortBuffers=54
export IMPL_edf_count=0
export IMPL_cts_tree="yes"
export IMPL_drt_wl_total_um=12200
export IMPL_path_cells="clkdlybuf4s50_1 -> nor3b_1 -> o22ai_1 -> a22oi_1 -> nor2_1 -> nand4bb_1 -> o22ai_4 -> nand4_1 -> mux2_1"
export IMPL_reg2reg_depth=13
export IMPL_cp_end_kind="flip-flop"
export IMPL_slowest_delay_ns=0.67
export IMPL_hold_ws_ns=0.445
export IMPL_gp_congestion=0.865
export IMPL_maxUsedRoutingLayer="met4"
export IMPL_maxCapViolations=0
export IMPL_ys_seq_share_pct=33.9
export IMPL_ant_nets=0
export IMPL_fin_skew_ns=0.00814
export IMPL_path_class="input pin to flip-flop"
export IMPL_setup_ws_ns=2.91
export IMPL_fmax_ghz=0.251
export IMPL_clockBufferDepth=2
export IMPL_crit_slowest_cell="clkdlybuf4s50_1"
export IMPL_vias_per_cell=4.87
export IMPL_critPathLaunch="mcu_dat[2]"
export IMPL_timing_final_crit_share_pct=57.8
export IMPL_cts_root_buf="clkbuf_16"
export IMPL_timing_final_crit_period_ns=3.99
export IMPL_cp_max_fo=11
export IMPL_route_met2_wl_um=5350
export IMPL_netlist_instances=614
export IMPL_final_area_sq_mm=0.00612
export IMPL_cts_setup_buffers=0
export IMPL_hpwl_um=8980
export IMPL_stdcell_count=880
export IMPL_hold_buffers=0
export IMPL_slew_viol_final=0
export IMPL_power_per_cell_area_mw_per_mm2=184
export IMPL_cp_data_required_time_ns=7.13
export IMPL_arrival_ns=4.22
export IMPL_ir_drop_v=0.000131
export IMPL_clkSinkCount=86
export IMPL_drc=0
export IMPL_synth_seq_cells=86
export IMPL_rows=47
export IMPL_dp_cells=864
export IMPL_die_y_um=132
export IMPL_drive_gt1_share_pct=5.61
export IMPL_grt_pass1_vias=3913
export IMPL_io_pins=57
export IMPL_async_reset_ff_share_pct=0
export IMPL_grt_max_degree=67
export IMPL_worstReg2RegStart="pixel_startx[1]$_SDFFE_PN0P_"
export IMPL_setup_violations=0
export IMPL_hold_viol_final=0
export IMPL_grt_use_total_pct=14.5
export IMPL_drt_pass1_iter_count=4
export IMPL_tns_ns=0
export IMPL_clkLatencyLatePin_ns=0.35
export IMPL_placed_area_sq_mm=0.00581
## state kept, by name, summed over array words and instances (netlist names)
| signal | cells |
|---|---|
| pixel_endy | 5 |
| pixel_cnt | 12 |
| pixel_number | 13 |
| daulram_wr_addr | 12 |
| state | 4 |
| daulram_wr_en | 1 |
| mcu_wr_enable_dbg | 1 |
| pixel_endx | 7 |
| pixel_startx | 7 |
| pixel_starty | 5 |
| mcu_wrx_dly | 3 |
| daulram_wr_dat | 16 |
## report_power, final
part / switching (uW) / internal, uW / leakage [uW] / total [uW]
Combinational: 52.2 / 49.7 / 0.00166 / 102
Clock: 223 / 289 / 0.000154 / 512
Sequential: 13.5 / 501 / 0.000693 / 515
Total: 288 / 840 / 0.00251 / 1130
## cell usage after synthesis (4+ instances only)
master    number  share of area, %
nor3b_1        6              0.89
nand4_1        9               1.1
nand2_1       59               4.4
dfxtp_1       86                34
nand3_1       16               1.6
and3b_1        4              0.69
nor2b_1       12               1.5
a31oi_1        8              0.99
ha_1          31               7.6
a21oi_1       52               5.1
o22ai_1        4              0.49
inv_1         29               2.1
mux2_1         6               1.3
and4_1         4              0.69
xor2_1        15               2.6
nor3_1        14               1.4
o21ai_0       16               1.6
and3_1        11               1.4
nand3b_1       5              0.74
a21o_1         9               1.3
mux2i_1       26               5.1
clkbuf_1      23               1.7
or3_1          8              0.99
xnor2_1       19               3.3
and2_1         5              0.62
or2_2          5              0.62
nor2_1        73               5.4
a211oi_1       7               1.0
## worst paths after layout
| check | slack, ns | endpoint |
|---|---|---|
| worst min-delay path | 0.45 | mcu_wrx_dly[1]$_SDFF_PN0_ |
| worst max register to register | 3.28 | pixel_number[12]$_SDFFE_PN0P_ |
| worst min register to register | 0.45 | mcu_wrx_dly[1]$_SDFF_PN0_ |
| worst max-delay path | 2.91 | pixel_cnt[11]$_SDFFE_PN0P_ |
## layout make-up
class                           instances  area share (%)
Multi-Input combinational cell        471            51.1
Timing Repair Buffer                   58            9.32
Clock buffer                            9            3.68
Inverter                               29            1.78
Tap cell                              220            4.50
Sequential cell                        86            28.1
Clock inverter                          7            1.47
## layer usage
metal / vias up / GRT usage (%)
met1: 1962 / 23.5
met5: - / 0
met3: 8 / 1.96
met2: 54 / 21.5
met4: 0 / 1.10
li1: 2262 / -
## per-stage QoR
step           util [%]  total power [uW]
4_1_cts            37.1              1140
3_3_place_gp       35.1               627
3_5_place_dp       35.1               627
2_1_floorplan         -               587
6_report           37.1              1130
5_1_grt            37.1              1170
## logic make-up (layout without fill, tap and decap cells)
logic type	count (synthesis)	after routing	synth area share (%)
flops	86	86	33.9
compound gates	124	124	15.4
fa+ha+maj	34	34	8.83
xor+xnor	34	34	5.87
buf+inv	57	103	4.39
mux	33	33	6.68
simple gates	246	246	24.9
## critical path: cells and delay by family
| family | cells | cell delay [ns] |
|---|---|---|
| AOI/OAI and AO/OA | 3 | 0.80 |
| buffers and inverters | 1 | 0.67 |
| muxes | 1 | 0.32 |
| and+or+nand+nor | 4 | 1.04 |
No activity file was given, so power comes from the tool's default toggle rates.
